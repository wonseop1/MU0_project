==> flow/run.sh <==
#!/bin/bash
# OpenROAD 26Q1-2900-gdf79404cd8, Yosys 0.63+post, stock flow scripts
make -C /OpenROAD-flow-scripts/flow DESIGN_CONFIG=/design/flow/config.mk WORK_HOME=/design/flow/orfs finish
==> flow/config.mk <==
export PLATFORM = sky130hd
export DESIGN_NAME = mu0
export DESIGN_NICKNAME = mu0
export VERILOG_FILES = /design/flow/design.v
export SDC_FILE = /design/flow/constraint.sdc
export NUM_CORES = 4
export LEC_CHECK = 1
export CORE_UTILIZATION = 30
==> flow/constraint.sdc <==
current_design mu0

set clk_period 7.5
set clk_io_pct 0.2

create_clock -name clk0 -period $clk_period [get_ports {clk}]

set non_clock_inputs [all_inputs -no_clocks]
set_input_delay [expr $clk_period * $clk_io_pct] -clock clk0 $non_clock_inputs
set_output_delay [expr $clk_period * $clk_io_pct] -clock clk0 [all_outputs]
==> flow/design.v <==
`timescale 1ns / 1ps
module FA_16bits(reset, a, b, alufs, alu);
input reset;
input [1:0] alufs;
input [15:0] a, b;
output [15:0] alu;
wire [14:0] c;
wire aen, binv, c0;
assign aen = alufs[1];
assign binv = alufs[1:0] == 2'b11;
assign c0 = alufs[0];
FA_1bit b00(.reset(reset), .a(a[0]), .b(b[0]), .aen(aen), .binv(binv), .cin(c0), .cout(c[0]), .sum(alu[0]));
FA_1bit b01(.reset(reset), .a(a[1]), .b(b[1]), .aen(aen), .binv(binv), .cin(c[0]), .cout(c[1]), .sum(alu[1]));
FA_1bit b02(.reset(reset), .a(a[2]), .b(b[2]), .aen(aen), .binv(binv), .cin(c[1]), .cout(c[2]), .sum(alu[2]));
FA_1bit b03(.reset(reset), .a(a[3]), .b(b[3]), .aen(aen), .binv(binv), .cin(c[2]), .cout(c[3]), .sum(alu[3]));
FA_1bit b04(.reset(reset), .a(a[4]), .b(b[4]), .aen(aen), .binv(binv), .cin(c[3]), .cout(c[4]), .sum(alu[4]));
FA_1bit b05(.reset(reset), .a(a[5]), .b(b[5]), .aen(aen), .binv(binv), .cin(c[4]), .cout(c[5]), .sum(alu[5]));
FA_1bit b06(.reset(reset), .a(a[6]), .b(b[6]), .aen(aen), .binv(binv), .cin(c[5]), .cout(c[6]), .sum(alu[6]));
FA_1bit b07(.reset(reset), .a(a[7]), .b(b[7]), .aen(aen), .binv(binv), .cin(c[6]), .cout(c[7]), .sum(alu[7]));
FA_1bit b08(.reset(reset), .a(a[8]), .b(b[8]), .aen(aen), .binv(binv), .cin(c[7]), .cout(c[8]), .sum(alu[8]));
FA_1bit b09(.reset(reset), .a(a[9]), .b(b[9]), .aen(aen), .binv(binv), .cin(c[8]), .cout(c[9]), .sum(alu[9]));
FA_1bit b10(.reset(reset), .a(a[10]), .b(b[10]), .aen(aen), .binv(binv), .cin(c[9]), .cout(c[10]), .sum(alu[10]));
FA_1bit b11(.reset(reset), .a(a[11]), .b(b[11]), .aen(aen), .binv(binv), .cin(c[10]), .cout(c[11]), .sum(alu[11]));
FA_1bit b12(.reset(reset), .a(a[12]), .b(b[12]), .aen(aen), .binv(binv), .cin(c[11]), .cout(c[12]), .sum(alu[12]));
FA_1bit b13(.reset(reset), .a(a[13]), .b(b[13]), .aen(aen), .binv(binv), .cin(c[12]), .cout(c[13]), .sum(alu[13]));
FA_1bit b14(.reset(reset), .a(a[14]), .b(b[14]), .aen(aen), .binv(binv), .cin(c[13]), .cout(c[14]), .sum(alu[14]));
FA_1bit b15(.reset(reset), .a(a[15]), .b(b[15]), .aen(aen), .binv(binv), .cin(c[14]), .cout( ), .sum(alu[15]));
endmodule
`timescale 1ns / 1ps
module FA_1bit(reset, a, b, aen, binv, cin, cout, sum);
    input reset, a, b, aen, binv, cin;
    output cout, sum;
  wire x1, x2, x3, x4, x5, x6, x7, x8, x9, x10;
    assign x1 = (b & !binv) | (!b & binv);
    assign x2 = (a & aen);
    assign x3 = !(x1 & x2);
    assign x4 = !(x1 & x3);
    assign x5 = !(x2 & x3);
    assign x6 = !(x4 & x5);
    assign x7 = !(cin & x6);
    assign x8 = !(cin & x7);
    assign x9 = !(x7 & x6);
    assign x10 = !(x8 & x9);
    assign cout = !(x7 & x3);
    assign sum = (x10 & !reset);
endmodule
`timescale 1ns / 1ps
module mu0 (reset, clk, addr, data, memrq, rnw);
    input reset, clk;
    inout [15:0] data;
    output [11:0] addr;
    output memrq, rnw;
    wire [15:0] alu, ir, pc, b, acc;
    wire [1:0] alufs;
    pc_reg pc_reg(.clk(clk), .pcce(pcce), .alu(alu), .pc(pc));
    ir_reg ir_reg(.clk(clk), .irce(irce), .data(data), .ir(ir));
    mux12bit mux12(.a(ir[11:0]), .b(pc[11:0]), .s(asel), .out(addr));
    mux16bit mux16(.a(data), .b({4'b0000, addr}), .s(bsel), .out(b));
    acc_reg acc_reg(.clk(clk), .accce(accce), .alu(alu), .acc(acc), .acc15(acc15), .accz(accz));
    tri16bit tri16(.in(acc), .oe(accoe), .out(data));
    sync_rst sync_rst(.reset(reset), .clk(clk), .sreset(sreset));
    FA_16bits FA_16bits(.reset(sreset), .a(acc), .b(b), .alufs(alufs), .alu(alu));
    fsm fsm(.reset(sreset), .clk(clk), .opcode(ir[15:12]), .accz(accz), .acc15(acc15), 
    .asel(asel), .bsel(bsel), .accce(accce), .pcce(pcce), .irce(irce), 
    .accoe(accoe), .alufs(alufs), .memrq(memrq), .rnw(rnw));
endmodule
`timescale 1ns / 1ps
module acc_reg (clk, accce, alu, acc, 
acc15, accz);
    input clk, accce;
    input [15:0] alu;
    output acc15, accz;
    output [15:0] acc;
    reg [15:0] acc;
    assign acc15 = acc[15];
    assign accz = acc == 16'h0;
    always @(negedge clk) 
        if (accce) acc <= alu[15:0];
endmodule
`timescale 1ns / 1ps
module fsm (reset, clk, opcode, accz, acc15, asel, bsel, accce, pcce, irce, accoe, alufs, memrq, rnw);
input reset, clk, accz, acc15;
input [3:0] opcode;
output asel, bsel, accce, pcce, irce, accoe, memrq, rnw;
output [1:0] alufs;
reg exft;
reg [10:0] outs;  
always @(opcode or reset or exft or accz or acc15) begin
if (reset) outs = {1'b0, 1'b0, 1'b1, 1'b1, 1'b1, 1'b0, 2'bxx, 1'b1, 1'b1, 1'b0};
else begin
case (opcode)
4'b0000: begin if (!exft) outs = {1'b1, 1'b1, 1'b1, 1'b0, 1'b0, 1'b0, 2'b00, 1'b1, 1'b1, 1'b1};
else outs = {1'b0, 1'b0, 1'b0, 1'b1, 1'b1, 1'b0, 2'b01, 1'b1, 1'b1, 1'b0}; end
4'b0001: begin if (!exft) outs = {1'b1, 1'bx, 1'b0, 1'b0, 1'b0, 1'b1, 2'bxx, 1'b1, 1'b0, 1'b1};
else outs = {1'b0, 1'b0, 1'b0, 1'b1, 1'b1, 1'b0, 2'b01, 1'b1, 1'b1, 1'b0}; end
4'b0010: begin if (!exft) outs = {1'b1, 1'b1, 1'b1, 1'b0, 1'b0, 1'b0, 2'b10, 1'b1, 1'b1, 1'b1};
else outs = {1'b0, 1'b0, 1'b0, 1'b1, 1'b1, 1'b0, 2'b01, 1'b1, 1'b1, 1'b0}; end
4'b0011: begin if (!exft) outs = {1'b1, 1'b1, 1'b1, 1'b0, 1'b0, 1'b0, 2'b11, 1'b1, 1'b1, 1'b1};
else outs = {1'b0, 1'b0, 1'b0, 1'b1, 1'b1, 1'b0, 2'b01, 1'b1, 1'b1, 1'b0}; end
4'b0100: outs = {1'b1, 1'b0, 1'b0, 1'b1, 1'b1, 1'b0, 2'b01, 1'b1, 1'b1, 1'b0};
4'b0101: begin if (!acc15) outs = {1'b1, 1'b0, 1'b0, 1'b1, 1'b1, 1'b0, 2'b01, 1'b1, 1'b1, 1'b0};
else outs = {1'b0, 1'b0, 1'b0, 1'b1, 1'b1, 1'b0, 2'b01, 1'b1, 1'b1, 1'b0}; end
4'b0110: begin if (!accz) outs = {1'b1, 1'b0, 1'b0, 1'b1, 1'b1, 1'b0, 2'b01, 1'b1, 1'b1, 1'b0};
else outs = {1'b0, 1'b0, 1'b0, 1'b1, 1'b1, 1'b0, 2'b01, 1'b1, 1'b1, 1'b0}; end
4'b0111: outs = {1'b1, 1'bx, 1'b0, 1'b0, 1'b0, 1'b0, 2'bxx, 1'b0, 1'b1, 1'b0};
default : outs = {1'bx, 1'bx, 1'bx, 1'bx, 1'bx, 1'bx, 2'bxx, 1'bx, 1'bx, 1'bx};
endcase
end  
end  
assign asel = outs[10];
assign bsel = outs[9];
assign accce = outs[8];
assign pcce = outs[7];
assign irce = outs[6];
assign accoe = outs[5];
assign alufs = outs[4:3];
assign memrq = outs[2];
assign rnw = outs[1];
assign nextexft = outs[0];
always @(negedge clk or posedge reset) begin
if (reset) exft <= 1'b1;
else exft <= nextexft;
end
endmodule
`timescale 1ns / 1ps
module ir_reg (clk, irce, data, ir);
    input clk, irce;
    input [15:0] data;
    output [15:0] ir;
    reg [15:0] ir;
    always @(negedge clk)
        if (irce) ir <= data[15:0];
endmodule
`timescale 1ns / 1ps
module mux12bit (a, b, s, out);
    input s;
    input [11:0] a, b;
    output [11:0] out;
    assign out = s ? a : b;
endmodule
module mux16bit (a, b, s, out);
    input s;
    input [15:0] a, b;
    output [15:0] out;
    assign out = s ? a : b;
endmodule
module tri16bit (in, oe, out);
    input oe;
    input [15:0] in;
    output [15:0] out;
    assign out = oe ? in : 16'hz;
endmodule
`timescale 1ns / 1ps
module pc_reg (clk, pcce, alu, pc);
    input clk, pcce;
    input [15:0] alu;
    output [15:0] pc;
    reg [15:0] pc;
    always @(negedge clk)
        if (pcce) pc <= alu[15:0];
endmodule
`timescale 1ns / 1ps
module sync_rst(reset, clk, sreset);
    input reset, clk;
    output sreset;
    reg sreset, sreset1;
    always @(negedge clk)
        {sreset, sreset1} <= {sreset1, reset};
endmodule
==> flow_metrics.py <==
# Flow results
metrics = {
    "clock_network": {
        "post_cts_resized": 70,
        "postCtsHoldBufs": 0,
        "h-tree-depth": 2,
        "cts_root_buffer": "clkbuf_8",
        "cts_setup_buffers": 17,
        "cts.sinks": 47,
        "numCtsBuffers": 5,
        "cts_buffer_depth": 2,
    },
    "synth": {
        "ys.flops": 47,
        "yosys.cell_types.count": 39,
        "async_flop_share": 0.02128,
        "ys_seq_frac": 0.5243,
        "ys_cells": 216,
        "yosysTopAreaCellShare": 0.4993,
        "synth_warnings": 16,
        "yosys_area_um2": 2646,
        "synth.avg_cell_area_um2": 12.25,
        "synth-edff-count": 44,
        "syn_inst": 216,
        "synth.cell_area_um2": 2646,
        "synth-main-ff-cell": "edfxtp_1",
        "area_leaders": "edfxtp_1, fa_1, nand2_1",
        "top_area_cell": "edfxtp_1",
    },
    "place": {
        "placed_cells": 358,
        "pre_cts_slack_ns": -4.630,
        "gp_congestion": 0.8475,
        "dpl.hpwl_um": 4137,
        "port_buffers": 15,
        "postPlaceCellArea_um2": 3173,
    },
    "outcome": {
        "stop_stage": "clock tree synthesis (4_1_cts)",
        "status": "stopped before the end",
        "firstError": "[error] [KeplerFormal.cpp:679] Workflow failed: Iso has multiple drivers: .data4, data[4]$_DFFE_NP_.Q0",
    },
    "die": {
        "fp_util": 0.3157,
        "io_pins": 32,
        "die_h_um": 95.92,
        "die_w_um": 95.92,
        "rows": 33,
    },
}
-- logic make-up after synthesis --
group | count (synthesis) | share of synthesized area
simple gates | 98 | 0.1995
compound gates | 21 | 0.06573
fa+ha+maj | 15 | 0.1135
buf+inv | 15 | 0.02364
mux | 5 | 0.02364
xor+xnor | 15 | 0.04965
flops | 47 | 0.5244
-- synthesized netlist by cell type (2+ instances only) --
| cell | number |
|---|---|
| mux2_2 | 2 |
| mux2_4 | 2 |
| nor2b_1 | 17 |
| nand3_1 | 3 |
| nand2b_1 | 2 |
| nor2_1 | 2 |
| nor4_1 | 2 |
| fa_1 | 15 |
| o21ai_0 | 2 |
| edfxtp_1 | 44 |
| inv_1 | 2 |
| nand2_1 | 36 |
| nor3_1 | 2 |
| nand4_1 | 10 |
| clkbuf_1 | 9 |
| and3_1 | 18 |
| buf_2 | 2 |
| o211ai_1 | 10 |
| xnor2_1 | 15 |
| dfxtp_1 | 2 |
